==> design/flow/design.v <==
`timescale 1ns / 1ps
module clock_divider(
input clk,
input reset,
output reg sclk
);
reg [31:0] count;
always@(posedge clk or negedge reset)
begin
if(reset == 1'b0) begin
    count <= 32'd0;
sclk <= 1'b0;
end else begin
if(count == 32'd9000000) begin
    count <= 32'd0;
sclk <= ~sclk;
end else begin
    count <= count + 1;
end
end
end
endmodule
`timescale 1ns / 1ps
module Seven_segment_LED_Display_Controller(
    input clock,  
    input reset,  
    input reset_points,  
    input reset_score,   
    input team,  
    input one_point,  
    input two_point,  
    input three_point, 
    input pause,   
    output reg [7:0] Anode_Activate,  
    output reg [6:0] LED_out 
    );
    wire slow_clock;  
    reg [26:0] one_second_counter;  
    wire one_second_enable;         
    reg [15:0] displayed_number;    
    reg [7:0] team_1;  
    reg [7:0] team_2;  
    reg [7:0] LED_BCD; 
    reg [19:0] refresh_counter;  
    wire [2:0] LED_activating_counter;   
    reg [5:0] seconds;    
    reg [5:0] minutes;    
    clock_divider DUT (.clk(clock),.reset(reset), .sclk(slow_clock)); 
    always @(posedge clock or negedge reset)
    begin
        if(reset==0)
            one_second_counter <= 0;
        else if (pause)
            displayed_number = displayed_number; 
        else begin
            if(one_second_counter>=99999999) 
            one_second_counter <= 0;
            else
            one_second_counter <= one_second_counter + 1;
        end
    end 
    assign one_second_enable = (one_second_counter==99999999)?1:0;
    always @(posedge clock)
    begin
     if(reset_score) begin  
            minutes <= 12; 
            seconds <= 00; 
        end                         
        else if (one_second_enable == 1)
                 seconds <= seconds - 1; 
        else if (seconds == 0) begin     
                 seconds <= 59;          
                 minutes <= minutes - 1; 
        end 
        else if (pause)                  
            seconds=seconds;  
        else if ( minutes ==0) 
            minutes <= 11; 
        end
    always @(posedge clock or negedge reset)
    begin 
        if  (reset==0)
            refresh_counter <= 0;
        else
            refresh_counter <= refresh_counter + 1;
    end 
    assign LED_activating_counter = refresh_counter[19:17]; 
    always @(*)
    begin
        case(LED_activating_counter)
        3'b000: begin
            Anode_Activate = 8'b11111110; 
             LED_BCD = minutes / 10; 
              end
        3'b001: begin
            Anode_Activate = 8'b11111101; 
            LED_BCD = minutes % 10; 
              end
        3'b010: begin
            Anode_Activate = 8'b11111011; 
             LED_BCD = seconds / 10; 
                end
        3'b011: begin
            Anode_Activate = 8'b11110111; 
             LED_BCD = seconds % 10; 
               end
        3'b100: begin
            Anode_Activate = 8'b11101111; 
                LED_BCD = (team_2 / 10); 
              end
        3'b101: begin
            Anode_Activate = 8'b11011111; 
                LED_BCD = (team_2 % 10); 
              end
        3'b110: begin
            Anode_Activate = 8'b10111111; 
                LED_BCD = (team_1 / 10);
                end
        3'b111: begin
            Anode_Activate = 8'b01111111; 
                LED_BCD = (team_1 % 10);
               end
        endcase
    end   
    always @(*)
    begin
        case(LED_BCD)
       0: LED_out = 7'b0000001;  
       1: LED_out = 7'b1001111;  
       2: LED_out = 7'b0010010;  
       3: LED_out = 7'b0000110;  
       4: LED_out = 7'b1001100;  
       5: LED_out = 7'b0100100;  
       6: LED_out = 7'b0100000;  
       7: LED_out = 7'b0001111;  
       8: LED_out = 7'b0000000;  
       9: LED_out = 7'b0000100;  
       default: LED_out = 7'b0000001;  
        endcase
    end
always @(posedge slow_clock)
begin
    if(reset_points) begin  
        team_1 = 7'b0000000;  
        team_2 = 7'b0000000;
        end
       if (one_point)  
        begin  
        if(team)
            team_1 = team_1 + 2'b01;
            else
            team_2 = team_2 + 2'b01;
        end  
        else if (two_point) begin
            if(team)
            team_1 = team_1 + 2'b10;
            else
            team_2 = team_2 + 2'b10;
        end  
        else if (three_point) begin
            if(team)
            team_1 <= team_1 + 2'b11;
            else
            team_2 <= team_2 + 2'b11;
        end
        if(team_1 >= 7'b1100100) 
            team_1 = 7'b0000000; 
        if(team_2 >= 7'b1100100) 
            team_2 = 7'b0000000; 
    end
endmodule
==> design/flow/run.sh <==
#!/bin/bash
# OpenROAD 26Q1-2900-gdf79404cd8, Yosys 0.63+post, stock flow scripts
make -C /OpenROAD-flow-scripts/flow DESIGN_CONFIG=/design/flow/config.mk WORK_HOME=/design/flow/orfs finish
==> design/flow/config.mk <==
export PLATFORM = sky130hd
export DESIGN_NAME = Seven_segment_LED_Display_Controller
export DESIGN_NICKNAME = Seven_segment_LED_Display_Controller
export VERILOG_FILES = /design/flow/design.v
export SDC_FILE = /design/flow/constraint.sdc
export NUM_CORES = 4
export LEC_CHECK = 1
export CORE_UTILIZATION = 40
==> design/flow/constraint.sdc <==
current_design Seven_segment_LED_Display_Controller

set clk_period 11.2
set clk_io_pct 0.2

create_clock -name clk0 -period $clk_period [get_ports {clock}]

set non_clock_inputs [all_inputs -no_clocks]
set_input_delay [expr $clk_period * $clk_io_pct] -clock clk0 $non_clock_inputs
set_output_delay [expr $clk_period * $clk_io_pct] -clock clk0 [all_outputs]
==> summary.txt <==
routed via count: 6614
Commonest Layout Cell: nor2_1
Die Span X: 142 um
CTS Root Cell: clkbuf_16
final worst slack: 1.71 ns
# rows: 50
wire per inst: 13.6 um
drt total wl: 16700 um
Synth Instances: 955
Post-synth ARST share: 74.1%
pin count of the biggest net entering global routing: 49
Final Cycle Share: 84.7%
Setup crit end kind: output port
vias in the first global route: 6164
CTS resizes: 0
DR DRC count: 0
GRT Util Overall: 18.1%
crit-path max cell delay: 0.78 ns
share of cells above drive strength 1: 5.60%
Die ar.: 20000 um2
skew final: 0.00804 ns
yosys stat area: 7790 um2
tool warnings: 36
CTS tree: done
DP Wirelength: 12300 um
initial antenna violation count: 0
Core Area: 18900 um2
leakage: 0.00347 uW
Yosys reg bits: 108
endpoints left unconstrained: 14
# hold bufs at CTS: 0
PwrDens: 104 nW/um2
DR pass1 iterations: 5
H-tree levels: 3
slowest CP cell: dfrtp_1
Achievable Freq: 105 MHz
worst slew pin tran: 0.853 ns
synth unique cells: 89
clock buffer depth: 2
Critical Path AT: 7.25 ns
Fill cells: 1869
CTS clk-pin slew, worst paths: 0.07 ns
Die Y: 142 um
synth-to-layout area growth: 9.68%
Tot Pwr: 885 uW
antenna viol nets, final: 0
first-pass GRT wire length: 29400 um
crit path max fanout: 24
via/cell ratio: 5.40
CP cell instances: nand2b_1 -> a21boi_1 -> or2_1 -> inv_1 -> ha_1 -> or3_1 -> ha_1 -> inv_1 -> o221ai_1 -> a222oi_1 -> nand3_1 -> o21ai_0 -> nor2_1 -> nor3b_4 -> nand3_1 -> xnor2_1 -> a21o_1 -> inv_1 -> ha_1 -> or2_1 -> a21oi_1 -> clkdlybuf4s50_1
grt total ovfl: 0
Yosys Warn Count: 2
relative slew slack: 43.1%
worst vdd ir: 0.0000990 V
dominant register cell: dfrtp_1
pre-CTS setup slack: 2.12 ns
number of enable flip-flop cells: 0
top logic cells by instance count in the layout: nor2_1, nand2_1, dfrtp_1, xnor2_1, nand3_1
Period minus WS final: 9.49 ns
gpl congestion: 0.933
register area share after synthesis: 32.9%
Hold Fails Final Rpt: 0
clk latency late pin: 0.34 ns
status: finished clean
Top Ports: 24
final setup vio count: 0
count of unclocked register or latch pins: 16
setup TNS: 0 ns
Logic area: 4940 um2
path type of the worst setup path: reg -> out
MaxCap Viol Count: 0
cell area after placement: 8250 um2
Antenna diodes: 0
yosys cell count: 955
CTS buffer count: 9
I/O Buffers: 23
Avg Inst Size Synth: 8.16 um2
FF+latch area: 2560 um2
# Post-CTS Setup Buffers: 0
final instance area: 8550 um2
critical path data required time: 8.96 ns
Slew Limit Fails: 0
Worst setup SP type: register
RSZ-0062 raised after global routing: no
Detailed Route Iter0 Violations: 362
Starting Density: 41.2%
cell area after synthesis: 7790 um2
min-delay worst type: reg -> reg
==> critical path: cells and delay by family (launching register included) <==
family	cells	cell delay, ns
compound gates	6	2.05
xor+xnor	1	0.18
fa+ha+maj	3	0.78
buf+inv	4	0.81
flops	1	0.78
simple gates	8	2.30
==> final timing paths <==
check	startpoint	end	slack (ns)	cells after the start
setup / recovery	refresh_counter[19]	LED_out[1]	1.71	22
max in group asynchronous	reset	one_second_counter[22]	8.42	2
setup reg to reg	one_second_counter[0]	one_second_counter[24]	8.11	8
hold reg to reg	refresh_counter[16]	refresh_counter[16]	0.47	1
hold / removal	refresh_counter[16]	refresh_counter[16]	0.47	1
min in group asynchronous	reset	DUT.count[19]	1.83	1
==> area by class of cell <==
class	instances	share of cell area [%]
inverter	32	1.41
clock buffer	12	3.12
multi-input combinational	777	57.9
sequential	108	30.0
clock inverter	4	0.381
timing repair buffer	32	3.45
tap	260	3.81
==> Yosys cell counts (23+ instances only) <==
cell type,count,area (um2)
xor2_1,36,315
o21ai_0,39,195
nor2_1,121,454
nand3_1,47,235
nor3_1,23,115
a21oi_1,44,220
inv_1,31,116
dfrtp_1,80,2000
clkbuf_1,31,116
ha_1,26,325
xnor2_1,61,534
nand2_1,98,368
dfxtp_1,28,561
==> kinds of logic (layout without fill, tap and decap cells) <==
| family | Yosys count | count (layout) | share of synthesized area [%] |
|---|---|---|---|
| AND-OR/OR-AND | 199 | 199 | 17.4 |
| flip-flops | 108 | 108 | 32.9 |
| AND/OR/NAND/NOR | 427 | 427 | 27.4 |
| XOR/XNOR | 97 | 97 | 10.9 |
| buffers and inverters | 71 | 80 | 3.71 |
| other | 1 | 2 | 0.0481 |
| adder cells (fa/ha/maj) | 28 | 28 | 4.45 |
| multiplexers | 24 | 24 | 3.18 |
==> flip-flops by register name (all words and copies together), names as in the netlist <==
register and count:
refresh_counter 20, team_2 8, one_second_counter 27, DUT.sclk 1, minutes 6, team_1 8
seconds 6, DUT.count 32
==> stage by stage <==
stage               utilization [%]  hold slack, ns  instances
CTS                            45.2           0.471       1225
floorplan                         -           0.438        956
global route                   45.2           0.493       1225
detailed placement             43.7           0.459       1209
global placement               43.7           0.456       1209
finish                         45.2           0.469       1225
==> report_power, final <==
group	switching (uW)	internal, uW
sequential	34.4	356
combinational	105	94.4
clock	126	169
total	265	620
==> per-layer routing <==
metal	routed length, um	GRT usage (%)	vias up
met4	293	2.43	0
li1	-	-	3430
met3	458	1.13	20
met2	7530	28.3	108
met5	0	0	-
met1	8410	28.9	3056
Power is estimated from default activity; no workload was simulated.
